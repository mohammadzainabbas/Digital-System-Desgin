===== config.mk =====
export PLATFORM = sky130hd
export DESIGN_NAME = Floating_Point_Multiplication
export DESIGN_NICKNAME = Floating_Point_Multiplication
export VERILOG_FILES = /design/flow/design.v
export SDC_FILE = /design/flow/constraint.sdc
export NUM_CORES = 4
export LEC_CHECK = 1
export CORE_UTILIZATION = 50

===== constraint.sdc =====
current_design Floating_Point_Multiplication

set clk_period 28.7
set clk_io_pct 0.2

create_clock -name clk0 -period $clk_period

set non_clock_inputs [all_inputs -no_clocks]
set_input_delay [expr $clk_period * $clk_io_pct] -clock clk0 $non_clock_inputs
set_output_delay [expr $clk_period * $clk_io_pct] -clock clk0 [all_outputs]

===== design.v =====
`timescale 1ns / 1ps
module Floating_Point_Multiplication(a, b, ans, overflow);
input [31:0] a, b;
output overflow;
output [31:0] ans;
wire sign_a, sign_b, sign_ans;
wire unsigned [7:0] exp_a, exp_b, exp_temp;
wire [22:0] a_m, b_m;
wire [45:0] temp; 
wire flag;  
reg unsigned [7:0] exp_ans;
reg [22:0] ans_m;
assign sign_a = a[31:31];
assign exp_a = a[30:23];
assign a_m = a[22:0];
assign sign_b = b[31:31];
assign exp_b = b[30:23];
assign b_m = b[22:0];
assign sign_ans = sign_a ^ sign_b;
assign {overflow, exp_temp} = exp_a + exp_b - 8'd127;
assign {flag, temp} = ({1,a_m}) * ({1,b_m});
always@(*)
begin
if (overflow == 1)
begin
	exp_ans = 8'b11111111;
	ans_m = 0;
end
else
begin
	if (flag == 0)
	begin
		exp_ans = exp_a + exp_b - 8'd127;
		ans_m = temp[44:23];
	end
	else
	begin
		exp_ans = exp_a + exp_b - 8'd127 + 1;
		ans_m = temp[45:24];
	end
end
end
assign ans = {sign_ans, exp_ans, ans_m};
endmodule

===== run.sh =====
#!/bin/bash
# OpenROAD 26Q1-2900-gdf79404cd8, Yosys 0.63+post, stock flow scripts
make -C /OpenROAD-flow-scripts/flow DESIGN_CONFIG=/design/flow/config.mk WORK_HOME=/design/flow/orfs finish

==> results_slide.txt <==
Implementation Results

Global route
  • First-pass GRT wire length: 82.2 mm
  • Total track usage: 30.1%
  • Antenna violations before repair: 0
  • Number of global-route vias before repair: 15300
  • Largest net degree at the start of global routing: 48
  • Remaining global-route overflow: 0

Drt
  • DR iter-0 viols: ~500
  • Routed WL per cell: around 18 µm
  • DRC viols: 0
  • N_diodes: 0
  • TritonRoute pass-1 iters: 7
  • Total wire length: 50.7 mm
  • Vias per Instance: 5.17
  • Via count: between 10000 and 15000
  • Routed Antenna Nets: 0

Job
  • Max-Cap Viols: 0
  • OpenROAD warnings: 35

Synthesis
  • Syn. warnings: 1
  • Yosys top cell by area: fa_1
  • Distinct lib cells: a little under 60
  • Top cell type's share of synthesized area: 50.4%
  • Cells after synthesis: 2222
  • Area of the mapped netlist: roughly 0.019 mm²
  • Top cells by area: fa_1 (50%), ha_1 (12%), inv_1 (12%)
  • Syn Area/Cell: 8.63 µm²
  • Yosys stat area: 0.0192 mm²
  • Sequential fraction of the synthesis area: 0%
  • Yosys Instances: 2222

Setup path
  • Critical path's most frequent cell: fa_1
  • Worst Setup End Kind: output port
  • CP max stage delay: 0.93 ns
  • Stages on worst setup path: 26
  • CP Buf/Inv Count: 9
  • Crit path kind: input pin to output port
  • Arrival time worst endpoint: 14.37 ns
  • CP required: approximately 23 ns
  • Cell family with most CP delay: adder cells
  • CP startpoint: b[0]
  • Critical Path End: ans[29]
  • Startpoint types: input pin
  • Crit path max fanout: 47
  • Slowest CP cell: clkdlybuf4s50_1

Place
  • Dpl hpwl: 39.2 mm
  • PortBufs: approximately 96
  • Routability cong.: 0.961

Die
  • Std-Cell Rows: 71
  • Core Area: 0.0377 mm²
  • Area of the die: a little under 0.04 mm²
  • Ports: 97
  • FP Core Util: 50.9%
  • Die X: 198 µm
  • Die Y: between 150 and 200 µm

STA
  • Setup violators final: 0
  • Rel. slew slack: 52.0%
  • Fin Setup TNS: 0 ns
  • WHS: 12.41 ns
  • Hold Vio Cnt, Final: 0
  • Final Max Slew Viols: 0
  • Min Clock Period, post-route: 20.11 ns
  • Tcrit/Tclk final: 70.1%
  • RSZ-0062 raised after global routing: no
  • Slew at the pin with the worst max-slew slack: 0.718 ns
  • Fmax achieved: ~0.050 GHz

Layout
  • Flops: 0
  • # clk buffers: 0
  • Area grow syn2layout: 8.15%
  • Commonest Layout Cell: inv_1
  • Seq. cell area: 0 µm²
  • Top Layout Cells: inv_1 (603), fa_1 (483), nand2_1 (300)
  • Layout cells sized above 1: 2.39%

Clocking
  • CTS-repair resized insts: 0
  • Setup bufs post-CTS: 0
  • Hold Buf Count CTS: 0

Run status
  • Status: completed

Hold path
  • HP Class: input pin to output port
worst min-delay path by stage:
stage / startpoint / to / depth (start not counted)
after CTS: a[31] / ans[31] / 3
after global routing: a[31] / ans[31] / 3
final: a[31] / ans[31] / 3
Yosys cell counts, drive strengths merged, types with 4 or more instances:
library cell and instances:
a211oi 13, a21o 15, a21oi 42, a31oi 4
and2 248, buf 10, clkbuf 92, fa 483
ha 183, inv 603, mux2i 14, nand2 300
nand3 10, nand4 11, nor2 64, nor2b 5
nor3 9, nor4 5, o211ai 6, o21ai 26
o21bai 5, o22ai 4, o31ai 4, xnor2 15
xor2 13
tightest hold or removal path, cell delays in order:
cell and delay (ns):
clkdlybuf4s50_1 0.47, xor2_1 0.06, clkdlybuf4s50_1 0.40
cells by family after synthesis:
family | share of synthesized area [%]
buffers and inverters | 13.9
xor gates and xnor gates | 1.28
other | 0.0195
adders and majority gates | 62.3
and+or+nand+nor | 16.8
AOI/OAI and AO/OA | 4.90
muxes | 0.789
metal layers:
layer | wire [µm] | share of wire (%) | vias up | global-route usage, %
li1 | - | - | 6530 | -
met1 | 18600 | 37 | 7154 | 39.4
met2 | 25000 | 49 | 581 | 47.9
met3 | 5590 | 11 | 83 | 13.7
met4 | 1400 | 2.8 | 4 | 6.43
met5 | 82 | 0.16 | - | 1.79
stage by stage:
step	instance area (µm²)	cells	worst slack (ns)	util (%)
6_report	20700	2774	8.59	55.1
5_1_grt	20700	2774	8.16	55.1
4_1_cts	20700	2774	8.59	55.1
3_5_place_dp	20700	2774	8.63	55.1
3_3_place_gp	20700	2774	8.69	55.1
2_1_floorplan	19200	2222	10.95	-
cell type report:
type | instances | area, µm²
Fill cell | 3482 | 16900
Inverter | 605 | 2270
Timing Repair Buffer | 143 | 1310
Multi-Input combinational cell | 1515 | 16500
Tap cell | 511 | 639
