File: flow/config.mk
export PLATFORM = sky130hd
export DESIGN_NAME = Testing_1
export DESIGN_NICKNAME = Testing_1
export VERILOG_FILES = /design/flow/design.v
export SDC_FILE = /design/flow/constraint.sdc
export NUM_CORES = 4
export LEC_CHECK = 1
export CORE_UTILIZATION = 40
File: flow/constraint.sdc
current_design Testing_1

set clk_period 18.2
set clk_io_pct 0.2

create_clock -name clk0 -period $clk_period

set non_clock_inputs [all_inputs -no_clocks]
set_input_delay [expr $clk_period * $clk_io_pct] -clock clk0 $non_clock_inputs
set_output_delay [expr $clk_period * $clk_io_pct] -clock clk0 [all_outputs]
File: flow/design.v
`timescale 1ns / 1ps
module Testing_1( a, b, product);
input [31:0] a, b;
output [31:0] product;
wire [47:0] temp;
wire [23:0] a_m, b_m, ans_m;
wire [7:0] exp_a, exp_b, exp_ans;
wire sign_a, sign_b, sign_ans;
assign sign_a = a[31:31];
assign exp_a = a[30:23];
assign a_m = {1,a[22:0]};
assign sign_b = b[31:31];
assign exp_b = b[30:23];
assign b_m = {1,b[22:0]};
assign sign_ans = sign_a ^ sign_b;
assign exp_ans = exp_a + exp_b;
assign temp = a_m[23:0]*b_m[5:0] + {(a_m[23:0]*b_m[11:6]) << 6} + {(a_m[23:0]*b_m[17:12]) << 12} + {(a_m[23:0]*b_m[23:18]) << 18};
assign ans_m = temp[47:25];
assign product = {sign_ans, exp_ans, ans_m[22:0]};
endmodule
File: flow/run.sh
#!/bin/bash
# OpenROAD 26Q1-2900-gdf79404cd8, Yosys 0.63+post, stock flow scripts
make -C /OpenROAD-flow-scripts/flow DESIGN_CONFIG=/design/flow/config.mk WORK_HOME=/design/flow/orfs finish
==> impl_results.rst <==
Flow metrics
------------

.. list-table::
   :header-rows: 1

   * - Metric
     - Value
   * - Cell family contributing the most delay on the critical path
     - adder cells
   * - Critical path class
     - in -> out
   * - Slowest stage cell, crit path
     - clkdlybuf4s50_1
   * - Detailed-route DRC error count
     - 0
   * - Slowest Stage Delay on Critical Path
     - 910 ps
   * - Stages on worst setup path
     - 29
   * - First-pass detailed-route iteration total
     - 5
   * - Clock Buffer Count
     - 0
   * - Die Width
     - 158.0 µm
   * - Maximum clock frequency
     - 60.55 MHz
   * - Cells resized by post-CTS repair
     - 0
   * - Number of standard cells after synthesis
     - 1145
   * - Number of DRC markers in iteration 0
     - 268
   * - Required time of the critical path
     - 14560 ps
   * - Initial antenna violation count
     - 1
   * - Flip-flop and latch count
     - 0
   * - Final Max Slew Viols
     - 0
   * - Routability-driven placement congestion ratio
     - 0.8923
   * - Crit path DAT
     - 12870 ps
   * - Total negative slack
     - 0 ps
   * - Critical path launch point type
     - input pin
   * - Number of placement rows
     - 56
   * - Number of vias in the routed layout
     - 7256
   * - Effective utilization at floorplan
     - 0.4112
   * - Yosys stat cell total
     - 1145
   * - Most prevalent standard cell on the critical path
     - fa_1
   * - Most repeated cell in the gate-level netlist after synthesis
     - inv_1
   * - Number of diodes added for antenna fixing
     - 0
   * - Hold Path Origin
     - a[31]
   * - DRT Wirelength
     - 21930 µm
   * - Post-CTS setup repair buffer count
     - 0
   * - Per-instance average area after synthesis
     - 8.505 µm²
   * - Cell taking the most area after synthesis
     - fa_1
   * - Core ar.
     - 23680 µm²
   * - Final Hold Slack
     - 8202 ps
   * - Ports
     - 96
   * - Top cells by count
     - inv_1, fa_1, nand2_1
   * - DP Worst Slack
     - 1648 ps
   * - Hold Buf Count CTS
     - 0
   * - Result of the run
     - completed
   * - Post-route minimum period
     - 16510 ps
   * - Fraction of final layout cells with drive strength greater than 1
     - 0.01844
   * - Min-Delay Path Class
     - in -> out
   * - Minimum setup slack in the final design
     - 1686 ps
   * - Unrepaired setup endpoints after global routing
     - no
   * - Post-Route Utilization
     - 0.4562
   * - Setup crit end kind
     - output port
   * - First-pass GRT wire length
     - 37290 µm
   * - Yosys warning count
     - 0
   * - Largest net degree at the start of global routing
     - 26
   * - Cell count of the worst hold path
     - 3
   * - Critical path buffers and inverters
     - 5
   * - Remaining number of nets flagged by the antenna check after routing
     - 0
   * - Routed wire length per instance
     - 14.50 µm
   * - Port Buf Inserts
     - 80
   * - Area fraction of the dominant cell type after synthesis
     - 0.4358
   * - Area of the mapped netlist
     - 9738 µm²
   * - Max-capacitance violation count
     - 0
   * - Remaining Overflow, GRT
     - 0
   * - Detail Placement HPWL
     - 17880 µm
   * - Cell Type Count
     - 46
   * - Chip area from the yosys synthesis statistics
     - 9738 µm²
   * - Register area share after synthesis
     - 0
   * - Worst slew pin tran
     - 928.3 ps
   * - Final tally of setup violations
     - 0
   * - Tot GR Track Use
     - 0.2016
   * - Chip area
     - 24970 µm²
   * - Worst max-slew margin expressed relative to the limit
     - 0.3792
   * - Final Hold Violating Endpoints
     - 0
   * - Area overhead of the layout relative to synthesis
     - 10.93%
   * - Crit path max fanout
     - 19
   * - End point of the worst hold path
     - product[31]
   * - Detail-routed via count per cell
     - 4.799
   * - Fraction of the cycle the final worst path needs
     - 0.9074
   * - Area contributors post-synth
     - fa_1, ha_1, and2_1
   * - Tool warnings
     - 34
   * - Vias in the first global route
     - 7477
   * - Die boundary height
     - 158.0 µm
   * - Sequential cell area
     - 0 µm²
## cells in the final DEF, fill, tap and decap left out, types with 3 or more instances in the layout
master,instances
xor2_1,13
and2_1,152
conb_1,16
o21ai_0,12
o21ai_1,3
o21bai_1,4
ha_1,106
nor3_1,10
a21o_1,9
o21a_1,6
clkdlybuf4s50_1,80
inv_1,250
nor2_1,18
a211oi_1,3
nand2_1,169
a21oi_1,34
buf_4,14
nand4_1,4
fa_1,212
xnor2_1,43
nand3_1,6
## how the worst max path moves through the flow
stage	from	endpoint	slack, ps
CTS	a[5]	product[5]	1640
finish	a[5]	product[5]	1690
global route	a[5]	product[5]	990
## metal layers
layer / up-vias / GRT usage / wire (µm)
li1: 3472 / - / -
met1: 3581 / 0.3070 / 10040
met2: 197 / 0.3027 / 9672
met3: 6 / 0.07079 / 2100
met4: 0 / 0.007784 / 115
met5: - / 0 / 0
## layout make-up
cell class | instances | area [µm²]
timing repair buffer | 94 | 905.9
tap | 319 | 399.1
fill | 2393 | 12880
multi-input combinational | 849 | 8559
inverter | 250 | 938.4
## stage by stage
stage | instances | cell area (µm²)
5_1_grt | 1512 | 10800
4_1_cts | 1512 | 10800
3_3_place_gp | 1512 | 10800
6_report | 1512 | 10800
3_5_place_dp | 1512 | 10800
2_1_floorplan | 1160 | 9794
## cell families (layout without fill, tap and decap cells)
logic type | Yosys count | in the layout | synth area share
compound gates | 87 | 87 | 0.05718
xor+xnor | 57 | 57 | 0.05204
fa+ha+maj | 318 | 318 | 0.5720
other cells | 1 | 16 | 0.0003851
simple gates | 371 | 371 | 0.1916
buf+inv | 311 | 344 | 0.1268
