**/design/flow/config.mk**
```make
export PLATFORM = sky130hd
export DESIGN_NAME = Testing_2
export DESIGN_NICKNAME = Testing_2
export VERILOG_FILES = /design/flow/design.v
export SDC_FILE = /design/flow/constraint.sdc
export NUM_CORES = 4
export LEC_CHECK = 1
export CORE_UTILIZATION = 40
```
**/design/flow/run.sh**
```bash
#!/bin/bash
# OpenROAD 26Q1-2900-gdf79404cd8, Yosys 0.63+post, stock flow scripts
make -C /OpenROAD-flow-scripts/flow DESIGN_CONFIG=/design/flow/config.mk WORK_HOME=/design/flow/orfs finish
```
**/design/flow/constraint.sdc**
```tcl
current_design Testing_2

set clk_period 5.9
set clk_io_pct 0.2

create_clock -name clk0 -period $clk_period

set non_clock_inputs [all_inputs -no_clocks]
set_input_delay [expr $clk_period * $clk_io_pct] -clock clk0 $non_clock_inputs
set_output_delay [expr $clk_period * $clk_io_pct] -clock clk0 [all_outputs]
```
**/design/flow/design.v**
```verilog
`timescale 1ns / 1ps
module Testing_2(a, b, cin, sum, carry);
input [31:0] a, b;
input cin;
output [31:0] sum;
output carry;
wire c0, c8, c16, c24, c32;
wire [7:0] temp_p0, temp_p1, temp_p2, temp_p3, temp_g0, temp_g1, temp_g2, temp_g3;
wire p0 = a[0] ^ b[0];
wire p1 = a[1] ^ b[1];
wire p2 = a[2] ^ b[2];
wire p3 = a[3] ^ b[3];
wire p4 = a[4] ^ b[4];
wire p5 = a[5] ^ b[5];
wire p6 = a[6] ^ b[6];
wire p7 = a[7] ^ b[7];
wire p8 = a[8] ^ b[8];
wire p9 = a[9] ^ b[9];
wire p10 = a[10] ^ b[10];
wire p11 = a[11] ^ b[11];
wire p12 = a[12] ^ b[12];
wire p13 = a[13] ^ b[13];
wire p14 = a[14] ^ b[14];
wire p15 = a[15] ^ b[15];
wire p16 = a[16] ^ b[16];
wire p17 = a[17] ^ b[17];
wire p18 = a[18] ^ b[18];
wire p19 = a[19] ^ b[19];
wire p20 = a[20] ^ b[20];
wire p21 = a[21] ^ b[21];
wire p22 = a[22] ^ b[22];
wire p23 = a[23] ^ b[23];
wire p24 = a[24] ^ b[24];
wire p25 = a[25] ^ b[25];
wire p26 = a[26] ^ b[26];
wire p27 = a[27] ^ b[27];
wire p28 = a[28] ^ b[28];
wire p29 = a[29] ^ b[29];
wire p30 = a[30] ^ b[30];
wire p31 = a[31] ^ b[31];
wire g0 = a[0] * b[0];
wire g1 = a[1] * b[1];
wire g2 = a[2] * b[2];
wire g3 = a[3] * b[3];
wire g4 = a[4] * b[4];
wire g5 = a[5] * b[5];
wire g6 = a[6] * b[6];
wire g7 = a[7] * b[7];
wire g8 = a[8] * b[8];
wire g9 = a[9] * b[9];
wire g10 = a[10] * b[10];
wire g11 = a[11] * b[11];
wire g12 = a[12] * b[12];
wire g13 = a[13] * b[13];
wire g14 = a[14] * b[14];
wire g15 = a[15] * b[15];
wire g16 = a[16] * b[16];
wire g17 = a[17] * b[17];
wire g18 = a[18] * b[18];
wire g19 = a[19] * b[19];
wire g20 = a[20] * b[20];
wire g21 = a[21] * b[21];
wire g22 = a[22] * b[22];
wire g23 = a[23] * b[23];
wire g24 = a[24] * b[24];
wire g25 = a[25] * b[25];
wire g26 = a[26] * b[26];
wire g27 = a[27] * b[27];
wire g28 = a[28] * b[28];
wire g29 = a[29] * b[29];
wire g30 = a[30] * b[30];
wire g31 = a[31] * b[31];
assign temp_p0 = { p7,  p6,  p5,  p4,  p3,  p2,  p1,  p0};
assign temp_p1 = {p15, p14, p13, p12, p11, p10,  p9,  p8};
assign temp_p2 = {p23, p22, p21, p20, p19, p18, p17, p16};
assign temp_p3 = {p31, p30, p29, p28, p27, p26, p25, p24};
assign temp_g0 = { g7,  g6,  g5,  g4,  g3,  g2,  g1,  g0};
assign temp_g1 = {g15, g14, g13, g12, g11, g10,  g9,  g8};
assign temp_g2 = {g23, g22, g21, g20, g19, g18, g17, g16};
assign temp_g3 = {g31, g30, g29, g28, g27, g26, g25, g24};
LookAHeadAdder LHA_1 (  a[7:0],   b[7:0],  c0, temp_p0, temp_g0,   sum[7:0],  c8);
LookAHeadAdder LHA_2 ( a[15:8],  b[15:8],  c8, temp_p1, temp_g1,  sum[15:8], c16);
LookAHeadAdder LHA_3 (a[23:16], b[23:16], c16, temp_p2, temp_g2, sum[23:16], c24);
LookAHeadAdder LHA_4 (a[31:24], b[31:24], c24, temp_p3, temp_g3, sum[31:24], c32);
assign c0 = cin;
assign carry = c32;
endmodule
module LookAHeadAdder(a, b, cin, p, g, sum, carry);
input [7:0] a, b;
input cin;
input [7:0] p, g;
output [7:0] sum;
output carry;
wire c0, c1, c2, c3, c4, c5, c6, c7, c8;
wire p0, p1, p2, p3, p4, p5, p6, p7;
wire g0, g1, g2, g3, g4, g5, g6, g7;
assign {p7, p6, p5, p4, p3, p2, p1, p0} = p;
assign {g7, g6, g5, g4, g3, g2, g1, g0} = g;
assign c0 = cin;
assign c1 = g0 + (p0 * c0);
assign c2 = g1 + (p1 * g0) + (p1 * p0 * c0);
assign c3 = g2 + (p2 * g1) + (p2 * p1 * g0) + (p2 * p1 * p0 * c0);
assign c4 = g3 + (p3 * g2) + (p3 * p2 * g1) + (p3 * p2 * p1 * g0) + (p3 * p2 * p1 * p0 * c0);
assign c5 = g4 + (p4 * g3) + (p4 * p3 * g2) + (p4 * p3 * p2 * g1) + (p4 * p3 * p2 * p1 * g0) + (p4 * p3 * p2 * p1 * p0 * c0);
assign c6 = g5 + (p5 * g4) + (p5 * p4 * g3) + (p5 * p4 * p3 * g2) + (p5 * p4 * p3 * p2 * g1) + (p5 * p4 * p3 * p2 * p1 * g0) + (p5 * p4 * p3 * p2 * p1 * p0 * c0);
assign c7 = g6 + (p6 * g5) + (p6 * p5 * g4) + (p6 * p5 * p4 * g3) + (p6 * p5 * p4 * p3 * g2) + (p6 * p5 * p4 * p3 * p2 * g1) + (p6 * p5 * p4 * p3 * p2 * p1 * g0) + (p6 * p5 * p4 * p3 * p2 * p1 * p0 * c0);
assign c8 = g7 + (p7 * g6) + (p7 * p6 * g5) + (p7 * p6 * p5 * g4) + (p7 * p6 * p5 * p4 * g3) + (p7 * p6 * p5 * p4 * p3 * g2) + (p7 * p6 * p5 * p4 * p3 * p2 * g1) + (p7 * p6 * p5 * p4 * p3 * p2 * p1 * g0) + (p7 * p6 * p5 * p4 * p3 * p2 * p1 * p0 * c0);
assign carry = c8;
assign sum[0] = a[0] + b[0] + c0;
assign sum[1] = a[1] + b[1] + c1;
assign sum[2] = a[2] + b[2] + c2;
assign sum[3] = a[3] + b[3] + c3;
assign sum[4] = a[4] + b[4] + c4;
assign sum[5] = a[5] + b[5] + c5;
assign sum[6] = a[6] + b[6] + c6;
assign sum[7] = a[7] + b[7] + c7;
endmodule 
```
==> impl_metrics.toml <==
# synthesis and place-and-route metrics
[drt]
drc = 0
vias = 2661
via_per_inst = 4.86
wire_per_inst_um = 11.3
drt-total-wl_um = 6180
n_antenna_cell = 0
final_antenna_net_count = 0
drt_pass1_iterations = 4
drt_iter0_markers = 74

[die]
die_h_um = 78.2
die_x_um = 78.2
coreArea_mm2 = 0.00554
rows = 27
initCoreUtil_pct = 41.9
ioPinCount = 98
die_area_mm2 = 0.00612

[final_layout]
flop_area_um2 = 0
fin_area_mm2 = 0.00440
fin_cells = 548
drive_gt1_share_pct = 39.1
num-clock-buffers = 0
final_core_util_pct = 79.5
syn_to_final_growth_pct = 89.6
n_sequential_cell = 0

[synthesis]
synth_cell_types = 47
top_area_cell = "xnor2_1"
syn-instance-count = 286
compound_area_share_pct = 11.4
avgSynthCellArea_um2 = 8.12
synth_xor_xnor_area_share_pct = 40.1
top_area_share_pct = 30.9
synth.cell_area_mm2 = 0.00232
yosysWarnings = 0
ys_area_mm2 = 0.00232
ys_cells = 286
synth.area.top_cells = "xnor2_1, ha_1, xor2_1"
logic_family = "XOR/XNOR gates"
synth_seq_share_pct = 0
mux_share_pct = 3.39
fa_ha_area_share_pct = 17.2
synth-simple-area-share_pct = 26.4

[power]
p_leak_nw = 1.99
power_density_mw_per_mm2 = 114
sw_frac_of_total_pct = 36.0
pwr-share-clk_pct = 0
irDropWorstVdd_mv = 0.0793
p_int_uw = 321
pwr-share-comb_pct = 100.0
finalPower_uw = 501
seqPwrFrac_pct = 0
p_switching_uw = 180

[setup_path]
path_class = "in2out"
worstPathMaxFanout = 3
required_ps = 4720
start_kind = "input port"
worstPathArrival_ps = 5080
end_kind = "output port"

[global_route]
grt_overflow = 0
grt_pass1_wl_um = 9630
track_usage_pct = 18.5
grt_max_degree = 9
antenna_found_initial = 0
grt_pass1_vias = 2384

[run]
log.warning_count = 35
cap_violations = 0

[placed_design]
place_area_mm2 = 0.00396
dp.cells = 524
place_congestion = 0.787
dp_hpwl_um = 4450
portBuffers = 98
place_ws_ps = -1030

[final_timing]
hold_viol_final = 0
relSlewSlack_pct = 69.0
setup_violations = 7
period_used_pct = 106
rsz0062_at_grt = "true"
whs_ps = 2760
period_minus_slack_ps = 6260
slew_viol_final = 0
worst_slack_ps = -363
max_freq_mhz = 160
tns_ps = -1110
worstMarginPinSlew_ps = 464

[min_path]
holdCritStartpoint = "a[18]"
hold_end = "sum[18]"
min_path_cells = 4
hold_class = "in2out"

[status]
violations = "setup timing"
outcome = "finished with violations"
==> worst max-delay path by stage <==
stage / start / end
4_1_cts: b[6] / carry
5_1_grt: a[21] / carry
6_report: b[20] / carry
==> cell type report <==
| class | instances | area (um^2) |
|---|---|---|
| Tap cell | 72 | 90.1 |
| Fill cell | 386 | 1140 |
| Timing Repair Buffer | 193 | 1600 |
| Multi-Input combinational cell | 277 | 2690 |
| Inverter | 6 | 22.5 |
==> power by group through the flow <==
stage,clock [mW],sequential (mW),combinational (mW)
6_report,0,0,0.501
5_1_grt,0,0,0.549
4_1_cts,0,0,0.473
==> layout by cell type (no fill, tap or decap), types with 5 or more instances in the layout <==
cell	instances
and3_1	5
and3b_1	6
buf_2	14
buf_4	93
clkbuf_2	9
clkdlybuf4s50_1	48
dlygate4sd2_1	15
dlymetal6s2s_1	8
ha_1	18
ha_4	11
inv_1	6
mux2i_2	5
nand2_1	31
nand3_1	6
nand4_1	5
nor2_1	5
o211ai_1	5
xnor2_1	70
xnor2_2	13
xor2_1	15
==> what timing repair did <==
action	CTS	global route
cloned	0	0
endpoints found under the setup margin	20	20
hold buffers	0	0
pin swaps	67	52
setup buffers	20	13
gates resized	123	57
==> cells in the mapped netlist (all sizes together) <==
cell / instances
nand3: 6
clkbuf: 3
mux2i: 6
nor2: 6
or4b: 4
and4: 1
a21oi: 4
a21o: 2
and3: 7
a2111o: 1
ha: 32
nor3b: 3
xor3: 1
nand4: 6
or3: 3
nand4b: 4
o211ai: 6
inv: 6
a21boi: 8
and4b: 2
nand3b: 2
nor3: 1
xor2: 18
a211oi: 1
o21ai: 12
nand2b: 3
a31oi: 2
nand2: 34
o21a: 1
or3b: 2
mux2: 1
and2: 3
xnor2: 84
or2: 2
nor4b: 1
and3b: 8
==> cell families (layout without fill, tap and decap cells) <==
kind of cell    count (synthesis)  count (layout)
compound gates                 37              37
xor+xnor                      103             103
fa+ha+maj                      32              32
buf+inv                         9             199
mux                             7               7
simple gates                   98              98
==> layer usage <==
layer	GRT usage, %	part of all wire (%)	vias to the layer above
met4	0.370	0	0
met5	0	0	-
li1	-	-	1394
met1	25.3	47	1193
met3	2.36	6.9	0
met2	32.9	46	74
==> worst max-delay path, cell delays in order <==
cell	delay, ps
clkdlybuf4s50_1	520
ha_1	250
and3b_1	200
o21ai_2	60
xor2_1	190
or3_1	310
and3_4	170
xnor2_4	130
or4b_4	540
a2111o_1	430
o211ai_2	90
buf_4	160
mux2_4	300
nand4_4	80
mux2i_2	220
xor2_1	150
buf_2	100
Power figures rest on the tool's default switching activity, not on a simulated workload.
